===== /design/flow/constraint.sdc =====
current_design hazard_unit

set clk_period 2.1
set clk_io_pct 0.2

create_clock -name clk0 -period $clk_period

set non_clock_inputs [all_inputs -no_clocks]
set_input_delay [expr $clk_period * $clk_io_pct] -clock clk0 $non_clock_inputs
set_output_delay [expr $clk_period * $clk_io_pct] -clock clk0 [all_outputs]

===== /design/flow/design.v =====
module hazard_unit (
	input reset, RegWriteM, RegWriteW, MemtoRegE, PCSrcD, PCSrcE, PCSrcM, PCSrcW, BranchTakenE,
	input [3:0] RA1D, RA2D, WA3E, WA3M, WA3W, 
	input [31:0] RD1E, RD2E, 
	output wire StallF, StallD, FlushD, FlushE,
	output reg [1:0] ForwardAE, ForwardBE
);
wire Match_1E_M, Match_2E_M, Match_1E_W, Match_2E_W, Match_12D_E, LDRStall, PCWrPendingF;
assign Match_1E_M = (RD1E == WA3M);
assign Match_1E_W = (RD1E == WA3W);
assign Match_2E_M = (RD2E == WA3M);
assign Match_2E_W = (RD2E == WA3W);
always @* begin
    if (Match_1E_M && RegWriteM) begin
        ForwardAE = 2'b10;  
    end else if (Match_1E_W && RegWriteW) begin
        ForwardAE = 2'b01;  
    end else begin
        ForwardAE = 2'b00;  
    end
    if (Match_2E_M && RegWriteM) begin
        ForwardBE = 2'b10;  
    end else if (Match_2E_W && RegWriteW) begin
        ForwardBE = 2'b01;  
    end else begin
        ForwardBE = 2'b00;  
    end
end
assign Match_12D_E = (RA1D == WA3E) || (RA2D && WA3E);
assign LDRStall = (Match_12D_E && MemtoRegE);
assign PCWrPendingF = PCSrcD || PCSrcE || PCSrcM;
assign StallF = LDRStall || PCWrPendingF;
assign StallD = LDRStall;
assign FlushD = PCWrPendingF || PCSrcW || BranchTakenE || reset;
assign FlushE = LDRStall || BranchTakenE || reset;
endmodule

===== /design/flow/config.mk =====
export PLATFORM = sky130hd
export DESIGN_NAME = hazard_unit
export DESIGN_NICKNAME = hazard_unit
export VERILOG_FILES = /design/flow/design.v
export SDC_FILE = /design/flow/constraint.sdc
export NUM_CORES = 4
export LEC_CHECK = 1
export CORE_AREA = 10 10 70 70
export DIE_AREA = 0 0 80 80

===== /design/flow/run.sh =====
#!/bin/bash
# OpenROAD 26Q1-2900-gdf79404cd8, Yosys 0.63+post, stock flow scripts
make -C /OpenROAD-flow-scripts/flow DESIGN_CONFIG=/design/flow/config.mk WORK_HOME=/design/flow/orfs finish

==> results.txt <==
Results of the full flow below.

Floorplanning:
- The run puts the width of the die at 80 microns.
- The run puts the count of standard-cell rows at 21.
- The core region is 0.00342 sq mm.
- The die covers 0.00640 sq mm.
- The die is 80 microns tall.
- The run gives the top-level port count as 101.
- The run puts the initial core utilization at 12.6%.

Place:
- The run puts the final weighted congestion in routability-driven placement at 0.927.
- The run gives the cell area reported after detailed placement as 0.00152 sq mm.
- The run puts the number of cells after detailed placement at 215.
- The run gives the worst setup slack before clock tree synthesis as -0.464 ns.
- The run puts the half-perimeter wire length of the detailed placement result at 2960 microns.
- The run puts the total of buffers placed on input and output ports at 101.

Final layout:
- The layout stage reports a final design area of 0.00171 sq mm.
- The run puts the utilization after layout at 50.2%.
- The run puts the synthesis-to-layout area growth at 297%.
- The run puts the area taken by flip-flops and latches at 0 sq um.
- The run gives the proportion of layout cells with a drive suffix above 1 as 23.9%.
- The final layout report lists a clock buffer count of 0.
- The run puts the sequential cell count of the final layout at 0.
- The run puts the non-filler instance count after layout at 227.
- The run gives the total of fill cells in the finished design as 339.

STA:
- The run gives the headroom to the max-slew limit as 80.7%.
- For the pin with the worst max-slew slack, the measured transition is 0.290 ns.
- In the post-route analysis, the smallest setup slack over all paths is 0.0579 ns.
- The run puts the minimum hold slack at 1.26 ns.
- In the final report, the number of endpoints failing setup comes to 0.
- The run puts the final period demand of the worst path at 2.04 ns.
- The run puts the final cycle utilization of the critical path at 97.2%.
- The run puts the maximum clock frequency at 0.490 GHz.
- The final max-slew violation count recorded for this run is 0.
- The run gives the count of final hold-check violations as 0.

Detailed routing:
- The run puts the routed wirelength normalized by instance count at 15.0 microns.
- The run puts the total number of vias at 945.
- The run puts the overall routed net length at 3400 microns.
- After detailed routing, the number of remaining DRC violations is 0.
- The run puts the remaining number of nets flagged by the antenna check after routing at 0.
- The run puts the iteration-0 DRC count of the detailed router at 24.
- The run puts the length of the first detailed-routing pass in iterations at 2.
- The run gives the number of vias per cell as 4.16.

Worst hold path:
- The launch point of the worst min-delay path is recorded as RD1E[6].
- The run gives the endpoint of the worst hold path as ForwardAE[0].
- The run gives the number of instances on the worst hold path as 5.
- Note that the worst hold path type here is in2out.

Global route:
- The run gives the pin count of the biggest net entering global routing as 4.
- The run puts the global-route wire length before repair at 4930 microns.
- The number of antenna violations at the first check in global routing came to 1.
- The run puts the total global routing track utilization at 9.26%.
- The run puts the via count of the first global-routing pass at 1048.
- The run gives the global-route congestion overflow total as 0.

Worst setup path:
- The critical path in this run is classified as in2out.
- The run gives the worst endpoint required time as 1.68 ns.
- The run gives the largest driver fanout on the critical path as 2.
- The worst setup path is captured at a primary output.
- The run gives the startpoint class of the critical path as an input port.
- For the worst setup path, the data arrival time is 1.62 ns.

Synthesis:
- The synthesized netlist occupies a cell area of 432 sq um.
- In the Yosys report, the sequential cells make up 0% of the chip area.
- The run gives the number of cells in Yosys stat as 66.
- The most common cell in the synthesized netlist is sky130_fd_sc_hd__nor4_1.
- For this run, the chip area from Yosys synthesis comes to 432 sq um.
- In this run, distinct cell masters in the synthesized netlist total 16.
- Per the synthesis report, the dominant area consumer among library cells is sky130_fd_sc_hd__nor4_1.
- By area the synthesized netlist is led by sky130_fd_sc_hd__nor4_1, sky130_fd_sc_hd__xor2_1, sky130_fd_sc_hd__xnor2_1.
- Sorting the synthesized cells by how often they occur yields sky130_fd_sc_hd__nor4_1, sky130_fd_sc_hd__xor2_1, sky130_fd_sc_hd__inv_1, sky130_fd_sc_hd__nand3_1, sky130_fd_sc_hd__nor2_1.
- The run puts the proportion of netlist area held by the largest area contributor at 29.0%.
- The run gives the number of synthesis warnings as 1.
- In the synthesized netlist, the number of instances is 66.
- Dividing the synthesized area by the synthesized cell count gives 6.54 sq um.

Flow run:
- The run reported a max-capacitance violation count of 0.
- OpenROAD emitted warnings numbering 32.

Pwr:
- The run gives the leakage power as 0.000881 uW.
- The run gives the maximum vdd drop as 0.0000539 V.
- The run gives the total power density per cell area as 131 mW/mm^2.

Clocking:
- The run gives the cts-stage hold buffer count as 0.

Run status:
- The flow ran to the end, and the final reports show no timing, DRC or antenna violations.
[worst max-delay path: stages]
cell and delay (ns):
sky130_fd_sc_hd__clkdlybuf4s50_1 0.47, sky130_fd_sc_hd__buf_4 0.16, sky130_fd_sc_hd__xnor2_1 0.16, sky130_fd_sc_hd__nand3_1 0.14
sky130_fd_sc_hd__nor4_4 0.14, sky130_fd_sc_hd__buf_2 0.14
[metrics by stage]
step,setup TNS (ns),total power (uW)
2_1_floorplan,0,41.0
3_3_place_gp,-2.80,237
3_5_place_dp,-2.93,240
4_1_cts,0,216
5_1_grt,-0.0404,244
6_report,0,225
[report_power, final]
group,internal [uW],switching (uW),total (uW),leakage [uW]
logic,147,77.6,225,0.000881
clock network,0.0000636,0,0.0000636,0.00000000634
registers,0,0,0,0
total,147,77.6,225,0.000881
[cell type report]
cell class                      instances  area [sq um]  area share (%)
Antenna cell                            1          2.50           0.146
Inverter                                4          15.0           0.876
Multi-Input combinational cell         62           581            33.9
Tap cell                               46          57.6            3.36
Timing Repair Buffer                  114          1060            61.8
[worst max path at each step]
| stage | from | to | slack [ns] | cells past startpoint |
|---|---|---|---|---|
| after CTS | WA3M[1] | ForwardAE[0] | 0.001 | 9 |
| after global routing | RD2E[0] | ForwardBE[0] | -0.04 | 6 |
| final | RD2E[0] | ForwardBE[0] | 0.06 | 6 |
[cells by family (layout without fill, tap and decap cells)]
group / Yosys count / count (layout) / synth area share (%)
other cells: 0 / 1 / 0
simple gates: 42 / 42 / 56.5
xor+xnor: 17 / 17 / 34.5
compound gates: 3 / 3 / 5.51
buf+inv: 4 / 118 / 3.48
[cells in the final DEF (no fill, tap or decap)]
cell                              netlist  layout
sky130_fd_sc_hd__xor2_1                14      10
sky130_fd_sc_hd__clkdlybuf4s15_1        0       8
sky130_fd_sc_hd__nor2_1                 4       4
sky130_fd_sc_hd__diode_2                0       1
sky130_fd_sc_hd__a222oi_1               1       1
sky130_fd_sc_hd__clkdlybuf4s50_1        0      11
sky130_fd_sc_hd__o21ai_2                0       1
sky130_fd_sc_hd__inv_1                  4       4
sky130_fd_sc_hd__clkbuf_2               0       3
sky130_fd_sc_hd__nand3b_1               1       1
sky130_fd_sc_hd__o2111ai_1              1       1
sky130_fd_sc_hd__dlygate4sd2_1          0      54
sky130_fd_sc_hd__nor4_4                 0       2
sky130_fd_sc_hd__nand4_1                2       2
sky130_fd_sc_hd__nor4_2                 0      15
sky130_fd_sc_hd__dlymetal6s2s_1         0      21
sky130_fd_sc_hd__xor2_2                 0       4
sky130_fd_sc_hd__nand2_1                3       3
sky130_fd_sc_hd__nand2b_1               2       2
sky130_fd_sc_hd__nor4_1                20       3
sky130_fd_sc_hd__nand3_1                4       4
sky130_fd_sc_hd__nor3b_4                0       1
sky130_fd_sc_hd__and2_1                 2       2
sky130_fd_sc_hd__buf_2                  0       4
sky130_fd_sc_hd__xnor2_1                3       3
sky130_fd_sc_hd__buf_4                  0      13
sky130_fd_sc_hd__nor3_1                 3       3
[what timing repair did]
action                                  in CTS  in global routing
endpoints found under the hold margin        0                  0
buffers inserted                            10                  2
pin swaps                                   40                 26
resized                                     93                 45
endpoints found under the setup margin       7                  6
[layer usage]
layer / track usage [%] / wire length [microns] / vias to the layer above
li1: - / - / 482
met1: 11.5 / 1450 / 400
met2: 15.3 / 1540 / 63
met3: 3.98 / 409 / 0
met4: 0 / 0 / 0
met5: 0 / 0 / -
No activity file was given, so power comes from the tool's default toggle rates.
